**flow/config.mk**
```make
export PLATFORM = sky130hd
export DESIGN_NAME = APB
export DESIGN_NICKNAME = APB
export VERILOG_FILES = /design/flow/design.v
export SDC_FILE = /design/flow/constraint.sdc
export NUM_CORES = 4
export LEC_CHECK = 1
export CORE_UTILIZATION = 30
```
**flow/design.v**
```verilog
module APB #(
    parameter BAUD_DIV   = 16'd10417,
    parameter BAUD_WIDTH = 16
)(
    input         PCLK,
    input         PRESETn,
    input  [31:0] PADDR,
    input         PSEL,
    input         PENABLE,
    input         PWRITE,
    input  [31:0] PWDATA,
    output reg [31:0] PRDATA,
    output reg    PREADY,
    input  uart_rx,
    output uart_tx
);
    localparam ADDR_CTRL   = 3'h0;
    localparam ADDR_STATS  = 3'h1;
    localparam ADDR_TXDATA = 3'h2;
    localparam ADDR_RXDATA = 3'h3;
    localparam ADDR_BAUDIV = 3'h4;
    wire [2:0] addr_word = PADDR[4:2];
    reg tx_en, rx_en;
    reg tx_rst, rx_rst;
    reg [7:0] tx_data_reg;
    reg [7:0] rx_data_reg;
    reg [BAUD_WIDTH-1:0] bauddiv_reg;
    reg rx_valid;
    reg rx_frame_error;
    reg tx_complete;
    wire tx_done, tx_busy;
    wire rx_done, rx_busy, rx_error;
    wire [7:0] rx_data_wire;
    wire apb_write = PSEL && PENABLE && PWRITE && PREADY;
    wire apb_read  = PSEL && PENABLE && !PWRITE && PREADY;
    reg tx_start_reg;
    wire tx_start = tx_start_reg;
    always @(posedge PCLK or negedge PRESETn) begin
        if (!PRESETn) begin
            tx_en          <= 1'b0;
            rx_en          <= 1'b0;
            tx_rst         <= 1'b0;
            rx_rst         <= 1'b0;
            tx_data_reg    <= 8'h00;
            rx_data_reg    <= 8'h00;
            bauddiv_reg    <= BAUD_DIV[BAUD_WIDTH-1:0];
            rx_valid       <= 1'b0;
            rx_frame_error <= 1'b0;
            tx_complete    <= 1'b0;
        end else begin
            tx_rst <= 1'b0;
            rx_rst <= 1'b0;
            if (apb_write) begin
                case (addr_word)
                    ADDR_CTRL: begin
                        tx_en <= PWDATA[0];
                        rx_en <= PWDATA[1];
                        if (PWDATA[2]) tx_rst <= 1'b1;
                        if (PWDATA[3]) rx_rst <= 1'b1;
                    end
                    ADDR_TXDATA: begin
                        tx_data_reg <= PWDATA[7:0];
                    end
                    ADDR_BAUDIV: begin
                        bauddiv_reg <= PWDATA[BAUD_WIDTH-1:0];
                    end
                endcase
            end
            if (tx_start && tx_en) begin
                tx_complete <= 1'b0;
            end else if (tx_done) begin
                tx_complete <= 1'b1;
            end
            if (rx_done && !rx_error && !rx_valid) begin
                rx_data_reg <= rx_data_wire;
                rx_valid    <= 1'b1;
            end else if (rx_done && rx_error) begin
                rx_frame_error <= 1'b1;
            end
            if (apb_read && (addr_word == ADDR_RXDATA)) begin
                rx_valid       <= 1'b0;
                rx_frame_error <= 1'b0;
            end
            if (tx_rst) begin
                tx_complete <= 1'b0;
            end
            if (rx_rst) begin
                rx_valid       <= 1'b0;
                rx_frame_error <= 1'b0;
            end
        end
    end
    always @(posedge PCLK or negedge PRESETn) begin
        if (!PRESETn) begin
            PRDATA <= 32'h0;
            PREADY <= 1'b0;
        end else begin
            PREADY <= PSEL && PENABLE;
            PRDATA <= 32'h0;
            if (PSEL && PENABLE && !PWRITE) begin
                case (addr_word)
                    ADDR_CTRL:   PRDATA <= {28'h0, rx_rst, tx_rst, rx_en, tx_en};
                    ADDR_STATS:  PRDATA <= {27'h0, rx_frame_error, rx_valid, tx_complete, rx_busy, tx_busy};
                    ADDR_TXDATA: PRDATA <= {24'h0, tx_data_reg};
                    ADDR_RXDATA: PRDATA <= {24'h0, rx_data_reg};
                    ADDR_BAUDIV: PRDATA <= {{(32-BAUD_WIDTH){1'b0}}, bauddiv_reg};
                endcase
            end
        end
    end
    Top_module_TX #(
        .width(BAUD_WIDTH),
        .div(16)
    ) u_tx (
        .clk      (PCLK),
        .rst      (tx_rst),
        .arst     (PRESETn),
        .tx_en    (tx_start && tx_en),
        .data     (tx_data_reg),
        .done     (tx_done),
        .busy     (tx_busy),
        .tx       (uart_tx)
    );
    Top_module_RX #(
        .width(BAUD_WIDTH),
        .div(16)
    ) u_rx (
        .clk      (PCLK),
        .rst      (rx_rst),
        .arst     (PRESETn),
        .rx_en    (rx_en),
        .rx       (uart_rx),
        .data_out (rx_data_wire),
        .done     (rx_done),
        .busy     (rx_busy),
        .error    (rx_error)
    );
endmodule
module FSM (
    input  clk,
    input  rst,   
    input  arst,   
    input  rx,
    input  rx_en,
    input  start_edge,
    input  tick,
    input  [7:0] data,      
    output reg kick,
    output reg baud_en,
    output reg shift_enable,
    output reg [3:0] bit_cnt, 
    output reg [7:0] data_out,
    output reg done,
    output reg busy,
    output reg error
);
localparam IDLE  = 2'b00;
localparam START = 2'b01;
localparam DATA  = 2'b10;
localparam STOP  = 2'b11;
reg [1:0] state;
always @(posedge clk or negedge arst) begin
    if (!arst) begin
        state        <= IDLE;
        bit_cnt      <= 4'd0;
        shift_enable <= 1'b0;
        baud_en      <= 1'b0;
        kick         <= 1'b0;
        done         <= 1'b0;
        busy         <= 1'b0;
        error        <= 1'b0;
        data_out     <= 8'd0;
    end else if (rst) begin
        state        <= IDLE;
        bit_cnt      <= 4'd0;
        shift_enable <= 1'b0;
        baud_en      <= 1'b0;
        kick         <= 1'b0;
        done         <= 1'b0;
        busy         <= 1'b0;
        error        <= 1'b0;
    end else begin
        shift_enable <= 1'b0;
        kick         <= 1'b0;
        case (state)
            IDLE: begin
                busy    <= 1'b0;
                baud_en <= 1'b0;
                done    <= 1'b0;
                error   <= 1'b0;
                if (rx_en && start_edge) begin
                    state    <= START;
                    busy     <= 1'b1;
                    baud_en  <= 1'b1;
                    kick     <= 1'b1;      
                    bit_cnt  <= 4'd0;
                end
            end
            START: begin
                if (tick) begin
                    shift_enable <= 1'b1;
                    bit_cnt <= 4'd1;
                    state   <= DATA;
                end
            end
            DATA: begin
                if (tick) begin
                    shift_enable <= 1'b1;
                    if (bit_cnt == 4'd7) begin
                        state <= STOP;
                    end else begin
                        bit_cnt <= bit_cnt + 1'b1;
                    end
                end
            end
            STOP: begin
                if (tick) begin
                    if (rx == 1'b1) begin
                        data_out <= data;
                        done     <= 1'b1;
                        error    <= 1'b0;
                    end else begin
                        error <= 1'b1;
                    end
                    state    <= IDLE;
                    busy     <= 1'b0;
                    baud_en  <= 1'b0;
                end
            end
        endcase
    end
end
endmodule
module Mux10x1
(
  input [9:0] in,
  input [3:0] sel,
  output  Tx
);
assign Tx=in[sel];
endmodule
module SIPO_shift_register (
    input clk,
    input rst, 
    input arst,
    input enable,
    input rx,
    output reg [7:0] data
);
always @(posedge clk or negedge arst) begin
    if (!arst)
        data <= 8'd0;
    else if (rst)
        data <= 8'd0;
    else if (enable) begin
        data <= {rx, data[7:1]};    
    end
end
endmodule
module Top_module_RX #(
    parameter width    = 16,
    parameter div= 16'd10417
)(
    input  clk,
    input  rst,
    input  arst,
    input  rx_en,     
    input  rx,        
    output [7:0] data_out, 
    output done,       
    output busy,       
    output error       
);
    wire start_edge;
    wire tick;
    wire baud_en;
    wire kick;
    wire shift_enable;
    wire [7:0] shift_data;
    reg rx_sync1, rx_sync2;
    always @(posedge clk or negedge arst) begin
        if (!arst) begin
            rx_sync1 <= 1'b1;
            rx_sync2 <= 1'b1;
        end else begin
            rx_sync1 <= rx;
            rx_sync2 <= rx_sync1;
        end
    end
    wire rx_clean = rx_sync2;
    edge_detector u_edge_detector (
        .clk(clk),
        .rst(rst),
        .arst(arst),
        .rx(rx_clean),
        .start_edge(start_edge)
    );
    SIPO_shift_register u_sipo (
        .clk(clk),
        .rst(rst),
        .arst(arst),
        .enable(shift_enable),
        .rx(rx_clean),
        .data(shift_data)
    );
    baud_counter_RX #(
        .div(div),
        .width(width)
    ) u_baud_counter (
        .clk(clk),
        .rst(rst),
        .arst(arst),
        .enable(baud_en),
        .kick(kick),
        .tick(tick)
    );
    FSM u_fsm (
        .clk(clk),
        .rst(rst),
        .arst(arst),
        .rx(rx_clean),          
        .rx_en(rx_en),
        .start_edge(start_edge),
        .tick(tick),
        .data(shift_data),
        .kick(kick),
        .baud_en(baud_en),
        .shift_enable(shift_enable),
        .data_out(data_out),
        .done(done),
        .busy(busy),
        .error(error)
    );
endmodule
module Top_module_TX# (
    parameter width = 16,
    parameter div = 16'd10417
)(
   input  wire       clk,
   input  wire       rst,    
   input  wire       arst,   
   input  wire       tx_en,
   input  wire [7:0] data,
   output wire       done,
   output wire       busy,
   output wire       tx
);
    wire tick;
    wire [3:0] idx;
    wire [9:0] frame_bits;
    wire load_frame;
    assign load_frame = tx_en && !busy;
    baud_counter_TX #(
        .width(width),
        .div(div)
    ) u_baud_counter (
        .clk(clk),
        .rst(rst),
        .arst(arst),
        .enable(tx_en || busy),
        .tick(tick)
    );
    bit_select u_bit_select (
        .clk(clk),
        .rst(rst),
        .arst(arst),
        .tick(tick),
        .start(tx_en),
        .sel(idx),
        .done(done),
        .busy(busy)
    );
    frame u_frame (
        .clk(clk),
        .rst_n(arst),    
        .rst(rst),       
        .load(load_frame),
        .data(data),
        .frame(frame_bits)
    );
    Mux10x1 u_mux (
        .in(frame_bits),
        .sel(idx),
        .Tx(tx)
    );
endmodule
module baud_counter_RX #(parameter div = 16'd10417, parameter width = 16)
(
    input clk,
    input rst,    
    input arst,   
    input enable,
    input kick,
    output reg tick
);
reg [width-1:0] cnt;
always @(posedge clk or negedge arst) begin
    if (!arst) begin
        cnt  <= div;
        tick <= 0;
    end else if (rst) begin
        cnt  <= div;
        tick <= 0;
    end else if (!enable) begin
        cnt  <= div;
        tick <= 0; 
    end else if (kick) begin
        cnt  <= div + (div >> 1);
        tick <= 0;
    end else if (cnt == 0) begin
        tick <= 1;
        cnt  <= div;
    end else begin
        cnt  <= cnt - 1;
        tick <= 0;
    end
end
endmodule
module baud_counter_TX #(parameter width = 16, parameter div =16'd10417
)(
    input clk,
    input rst,
    input arst,
    input enable,
    output reg tick
);
 reg [width-1:0] cnt;
always@(posedge clk or  negedge arst)
begin
    if(!arst)
    begin
        cnt <= div;
        tick <=0;
    end
    else if(rst)
    begin
        cnt <= div;
        tick <=0;
    end
    else if(enable)
    begin
        if(cnt == 0)
        begin
            cnt <= div;
            tick <=1;
        end
        else
        begin
            cnt<=cnt-1;
            tick<=0;
        end
    end
    else
    begin
        cnt<=div;
        tick<=0;
    end
end
endmodule
module bit_select 
(
    input clk,
    input rst,
    input arst,
    input tick,
    input start,
    output reg [3:0]sel,
    output reg done,
    output reg busy
);
always @(posedge clk or negedge arst or posedge rst) 
begin
    if(!arst)
    begin
        sel<=4'd0;
        busy <=0;
        done <=0;
    end
    else if(rst)
    begin
        sel<=4'd0;
        busy <=0;
        done <=0;
    end
    else if (start && !busy)
    begin
        done<=0;
        sel<=4'd0;
        busy <=1;
    end
    else if (tick && busy)
    begin
        if(sel == 4'd9)
        begin
        busy<=0;
        done<=1;
        end 
        else
        sel <= sel + 1'b1;
    end
end
endmodule
module edge_detector (
    input  clk,
    input  rst,   
    input  arst,   
    input  rx,
    output reg start_edge
);
    reg rx_p, rx_c; 
    always @(posedge clk or negedge arst) begin
        if (!arst) begin
            rx_p       <= 1'b1;
            rx_c       <= 1'b1;
            start_edge <= 1'b0;
        end else if (rst) begin
            rx_p       <= 1'b1;
            rx_c       <= 1'b1;
            start_edge <= 1'b0;
        end else begin
            rx_p       <= rx_c;
            rx_c       <= rx;
            start_edge <= (rx_c == 1'b0 && rx_p == 1'b1);
        end
    end
endmodule
module frame (
    input  wire       clk,
    input  wire       rst_n,
    input  wire       rst,
    input  wire       load,         
    input  wire [7:0] data,
    output reg [9:0]  frame         
);
    always @(posedge clk or negedge rst_n or posedge rst) begin
        if (!rst_n) 
        begin
            frame  <= 10'b11_1111_1111;
        end
        else if(rst)
        begin
            frame  <= 10'b11_1111_1111;
        end else if (load) begin
            frame  <= {1'b1, data, 1'b0};  
        end
    end
endmodule
```
**flow/constraint.sdc**
```tcl
current_design APB

set clk_period 5.6
set clk_io_pct 0.2

create_clock -name clk0 -period $clk_period [get_ports {PCLK}]

set non_clock_inputs [all_inputs -no_clocks]
set_input_delay [expr $clk_period * $clk_io_pct] -clock clk0 $non_clock_inputs
set_output_delay [expr $clk_period * $clk_io_pct] -clock clk0 [all_outputs]
```
**flow/run.sh**
```bash
#!/bin/bash
# OpenROAD 26Q1-2900-gdf79404cd8, Yosys 0.63+post, stock flow scripts
make -C /OpenROAD-flow-scripts/flow DESIGN_CONFIG=/design/flow/config.mk WORK_HOME=/design/flow/orfs finish
```
==> flow_metrics.env <==
# flow metrics
export IMPL_drtIter0Drc=134
export IMPL_critical_path_depth=5
export IMPL_arrival_ns=3.20
export IMPL_worstSetupStartpointType="input pin"
export IMPL_clk_latency_ns=0.35
export IMPL_most_common_cell="dfrtp_1"
export IMPL_layout_cells_non_filler=615
export IMPL_antenna_found_initial=0
export IMPL_yosysCellCount=383
export IMPL_crit_family="simple AND/OR/NAND/NOR gates"
export IMPL_finalClockSkew_ns=0.0120
export IMPL_warnings=70
export IMPL_vias_per_cell=4.60
export IMPL_die_area_mm2=0.0160
export IMPL_tns_ns=0
export IMPL_rrSetupSlack_ns=3.49
export IMPL_worstSetupPathType="in2reg"
export IMPL_hold_viol=0
export IMPL_hold_class="reg2reg"
export IMPL_syn_to_final_growth_pct=17.2
export IMPL_postSynthSeqShare=0.578
export IMPL_routedWlPerCell_um=13.0
export IMPL_post_route_min_period_ns=2.95
export IMPL_slew_headroom=0.481
export IMPL_place_area_mm2=0.00518
export IMPL_die_x_um=127
export IMPL_place_detailed_hpwl_mm=5.32
export IMPL_startpoint="PADDR[2]"
export IMPL_ys_chip_area_mm2=0.00466
export IMPL_drv_cap=0
export IMPL_final_area_mm2=0.00546
export IMPL_hold_buffers=0
export IMPL_holdWs_ns=0.357
export IMPL_core_area_mm2=0.0152
export IMPL_cpPeakStageDelay_ns=0.75
export IMPL_worstPathMaxFanout=15
export IMPL_routed_via_count=2827
export IMPL_top_area_frac=0.510
export IMPL_routabilityCongestion=0.786
export IMPL_outcome="completed"
export IMPL_setup_worst_path_end="PRDATA[1]"
export IMPL_syn_area_per_cell_um2=12.2
export IMPL_yosys_top_cells_count="dfrtp_1, nor2_1, mux2_2"
export IMPL_worstPathRequired_ns=5.85
export IMPL_worst_path_buf_inv=1
export IMPL_fin_util=0.359
export IMPL_grt_max_degree=56
export IMPL_clock_sinks=107
export IMPL_timing_final_ws_setup_ns=2.65
export IMPL_pwr_density_cell_mw_per_mm2=274
export IMPL_period_used=0.526
export IMPL_top_area_cell="dfrtp_1"
export IMPL_ff_type="dfrtp_1"
export IMPL_die_height_um=127
export IMPL_grt_overflow_total=0
export IMPL_io_pins=104
export IMPL_r2r_cells=6
export IMPL_firstDrtPassIters=4
export IMPL_post_place_ws_ns=2.29
export IMPL_initial_utilization=0.306
export IMPL_power_total_mw=1.50
export IMPL_clockBufferDepth=2
export IMPL_dp_cells=599
export IMPL_netlist_area_mm2=0.00466
export IMPL_clockRootBuffer="clkbuf_16"
export IMPL_path_clk_slew_ns=0.07
export IMPL_setup_violations=0
export IMPL_drc=0
export IMPL_rr_endpoint="u_rx.u_baud_counter.cnt[14]"
export IMPL_fmax_mhz=339
export IMPL_rsz0062_at_grt="false"
export IMPL_path_cells="clkdlybuf4s50_1, nor2_1, and2_0, a21oi_1, a21oi_1"
export IMPL_io_buffers=41
export IMPL_cts_tree="done"
export IMPL_yosys_warnings=10
export IMPL_drtAntennaViolNets=0
export IMPL_worstSetupEndpointType="flop"
export IMPL_postCtsSetupRepairBufs=0
export IMPL_crit_slowest_cell="clkdlybuf4s50_1"
export IMPL_grt_pass1_wl_mm=14.2
export IMPL_cts_max_level=3
export IMPL_ys_types=52
export IMPL_grtUsageTotal=0.111
export IMPL_p_leak_nw=2.47
export IMPL_final_layout_size_suffix_gt1_frac=0.201
export IMPL_syn_inst=383
export IMPL_worst_pin_slew_ns=0.772
export IMPL_finalMaxSlewViolations=0
export IMPL_synth_async_reset_ratio=1.00
export IMPL_worstReg2RegStart="u_rx.u_baud_counter.cnt[0]"
export IMPL_numCtsBuffers=9
export IMPL_synth_seq_cells=107
export IMPL_antenna_cells=0
export IMPL_vdd_drop_max_mv=0.143
export IMPL_enable_flop_cells=0
export IMPL_drt_wl_total_mm=7.99
export IMPL_topCellsByArea="dfrtp_1, mux2_2, dfstp_2, nor2_1, mux2i_1"
export IMPL_post_cts_resized=0
export IMPL_grt_pass1_vias=2826
export IMPL_crit_path_frequent_cell="a21oi_1"
export IMPL_num_rows=45
[routing by layer]
| metal | vias to the layer above | wire, µm | global-route usage |
|---|---|---|---|
| met4 | 0 | 117 | 0.0142 |
| met5 | - | 0 | 0 |
| met2 | 48 | 3550 | 0.170 |
| li1 | 1377 | - | - |
| met3 | 8 | 303 | 0.0223 |
| met1 | 1394 | 4020 | 0.173 |
[cell usage in the layout, fill, tap and decap left out, types with 4 or more instances in the layout]
cell type	Yosys	routed
dfrtp_1	95	95
nor2_1	44	44
mux2_2	43	43
clkdlybuf4s50_1	0	40
a21oi_1	18	18
conb_1	2	17
mux2i_1	15	15
dfstp_2	12	12
nand2_1	10	10
xor2_1	9	9
nand3_1	9	9
and3_1	9	9
clkbuf_16	0	9
nor2b_1	8	8
nand2b_1	7	7
inv_1	6	6
and2_1	6	6
o21ai_0	6	6
a22oi_1	5	5
buf_4	18	4
[worst reg2reg max path, cell delays in order (launching register included)]
cell and delay, ns:
dfrtp_1 0.42, inv_1 0.07, ha_1 0.17, nor3b_4 0.38
nand4_2 0.23, o31ai_4 0.59, nor2_1 0.11
[power by group]
group | leakage [nW] | switching, mW | internal (mW) | total [mW]
clock network | 0.134 | 0.284 | 0.307 | 0.591
registers | 1.44 | 0.0135 | 0.798 | 0.812
logic | 0.899 | 0.0484 | 0.0440 | 0.0925
[how the worst min path moves through the flow]
stage,endpoint,cells after the start,from
4_1_cts,u_rx.rx_sync2,0,u_rx.rx_sync1
5_1_grt,u_rx.rx_sync2,0,u_rx.rx_sync1
6_report,u_rx.rx_sync2,0,u_rx.rx_sync1
[logic make-up (layout without fill, tap and decap cells)]
group / count (synthesis) / in the layout / synth area share
and+or+nand+nor: 120 / 120 / 0.146
buffers and inverters: 37 / 66 / 0.0470
AOI/OAI and AO/OA: 45 / 45 / 0.0631
adders and majority gates: 2 / 2 / 0.00537
muxes: 58 / 58 / 0.136
xor gates and xnor gates: 12 / 12 / 0.0226
DFF: 107 / 107 / 0.578
other: 2 / 17 / 0.00161
[layout make-up]
type                       count  area, µm²
clock buffer                  10        229
clock inverter                 6       47.5
fill                        1460       9740
inverter                       6       22.5
multi-input combinational    254       1800
sequential                   107       2690
tap                          188        235
timing repair buffer          44        430
Power is estimated from default activity; no workload was simulated.
